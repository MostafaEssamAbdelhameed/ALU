==> /design/flow/design.v <==
`timescale 1ns / 1ps
module ALU_TOP #(parameter width = 16)(
    input [width - 1:0] A,
    input [width - 1:0] B,
    input [3:0] ALU_FUN,
    input clk,rst,
    output  [width - 1:0] Arith_OUT,
    output  Carry_OUT,
    output  Arith_Flag,
    output  [width - 1:0] Logic_OUT,
    output  Logic_Flag,
    output  [width - 1:0] CMP_OUT,
    output  CMP_Flag,
    output  [width - 1:0] Shift_OUT,
    output  Shift_Flag
    );
wire [3:0] enables;
decoder d0 (ALU_FUN[3:2],enables);
ARITHMATIC_UNIT #(width) d1 (A,B,ALU_FUN[1:0],clk,rst,enables[3],Arith_OUT,Carry_OUT,Arith_Flag);
Logic_Unit #(width) d2 (A,B,ALU_FUN[1:0],clk,rst,enables[2],Logic_OUT,Logic_Flag);
CMP_Unit #(width) d3 (A,B,ALU_FUN[1:0],clk,rst,enables[1],CMP_OUT,CMP_Flag);
Shift_Unit #(width) d4 (A,B,ALU_FUN[1:0],clk,rst,enables[0],Shift_OUT,Shift_Flag);
endmodule
`timescale 1ns / 1ps
module ARITHMATIC_UNIT #(parameter width = 16)(
    input [width - 1:0] A,
    input [width - 1:0] B,
    input [1:0] ALU_FUN,
    input clk,rst,
    input Arith_Enable,
    output reg [width - 1:0] Arith_OUT,
    output reg Carry_OUT,
    output reg Arith_Flag
    );
    always@(posedge clk or negedge rst) begin
        if (!rst) begin
            Arith_OUT <= 0;
            Arith_Flag <= 0;
            Carry_OUT <= 0;        
        end
        else if (Arith_Enable) begin
            Arith_OUT <= 0;
            Carry_OUT <= 0;
            Arith_Flag <= 1;
            case (ALU_FUN)
                2'b00:
                begin
                    {Carry_OUT,Arith_OUT} <= A+B;
                end
                2'b01:
                begin
                    {Carry_OUT,Arith_OUT} <= A-B;
                end
                2'b10:
                begin
                    {Carry_OUT,Arith_OUT} <= A*B;
                end                
                2'b11:
                begin
                    {Carry_OUT,Arith_OUT} <= A/B;
                end                
            endcase
        end
        else begin
            Arith_OUT <= 0;
            Arith_Flag <= 0;
            Carry_OUT <= 0;            
        end
    end
endmodule
`timescale 1ns / 1ps
module CMP_Unit #(parameter width = 16)(
    input [width - 1:0] A,
    input [width - 1:0] B,
    input [1:0] ALU_FUN,
    input clk,rst,
    input CMP_Enable,
    output reg [width - 1:0] CMP_OUT,
    output reg CMP_Flag
    );
always@(posedge clk or negedge rst) begin
        if (!rst) begin
            CMP_OUT <= 0;
            CMP_Flag <= 0;
        end
        else if (CMP_Enable) begin
            CMP_OUT <= 0;
            CMP_Flag <= 1;
            case (ALU_FUN)
                2'b00:
                begin
                    CMP_OUT <= 0;
                end
                2'b01:
                begin
                    CMP_OUT <= (A==B);
                end
                2'b10:
                begin
                    CMP_OUT <= (A>B)? 2:0;
                end                
                2'b11:
                begin
                    CMP_OUT <= (A<B)? 3:0;
                end                
            endcase
        end
        else begin
            CMP_OUT <= 0;
            CMP_Flag <= 0;
        end
    end
endmodule
`timescale 1ns / 1ps
module Logic_Unit #(parameter width = 16)(
    input [width - 1:0] A,
    input [width - 1:0] B,
    input [1:0] ALU_FUN,
    input clk,rst,
    input Logic_Enable,
    output reg [width - 1:0] Logic_OUT,
    output reg Logic_Flag
    );
 always@(posedge clk or negedge rst) begin
        if (!rst) begin
            Logic_OUT <= 0;
            Logic_Flag <= 0;
        end
        else if (Logic_Enable) begin
            Logic_OUT <= 0;
            Logic_Flag <= 1;
            case (ALU_FUN)
                2'b00:
                begin
                    Logic_OUT <= A&B;
                end
                2'b01:
                begin
                    Logic_OUT <= A|B;
                end
                2'b10:
                begin
                    Logic_OUT <= ~(A&B);
                end                
                2'b11:
                begin
                    Logic_OUT <= ~(A|B);
                end                
            endcase
        end
        else begin
            Logic_OUT <= 0;
            Logic_Flag <= 0;
        end
    end
endmodule
`timescale 1ns / 1ps
module Shift_Unit #(parameter width = 16)(
    input [width - 1:0] A,
    input [width - 1:0] B,
    input [1:0] ALU_FUN,
    input clk,rst,
    input Shift_Enable,
    output reg [width - 1:0] Shift_OUT,
    output reg Shift_Flag
    );
always@(posedge clk or negedge rst) begin
        if (!rst) begin
            Shift_OUT <= 0;
            Shift_Flag <= 0;
        end
        else if (Shift_Enable) begin
            Shift_OUT <= 0;
            Shift_Flag <= 1;
            case (ALU_FUN)
                2'b00:
                begin
                    Shift_OUT <= A>>1;
                end
                2'b01:
                begin
                    Shift_OUT <= A<<1;
                end
                2'b10:
                begin
                    Shift_OUT <= B>>1;
                end                
                2'b11:
                begin
                    Shift_OUT <= B<<1;
                end                
            endcase
        end
        else begin
            Shift_OUT <= 0;
            Shift_Flag <= 0;
        end
    end
endmodule
`timescale 1ns / 1ps
module decoder(
    input [1:0] in,
    output reg [3:0] out
    );
    always @(*) begin
        case(in)
            2'b00: out = 4'b1000;
            2'b01: out = 4'b0100;
            2'b10: out = 4'b0010;
            2'b11: out = 4'b0001;
        endcase
    end
endmodule
==> /design/flow/run.sh <==
#!/bin/bash
# OpenROAD 26Q1-2900-gdf79404cd8, Yosys 0.63+post, stock flow scripts
make -C /OpenROAD-flow-scripts/flow DESIGN_CONFIG=/design/flow/config.mk WORK_HOME=/design/flow/orfs finish
==> /design/flow/config.mk <==
export PLATFORM = sky130hd
export DESIGN_NAME = ALU_TOP
export DESIGN_NICKNAME = ALU_TOP
export VERILOG_FILES = /design/flow/design.v
export SDC_FILE = /design/flow/constraint.sdc
export NUM_CORES = 4
export LEC_CHECK = 1
export CORE_UTILIZATION = 40
==> /design/flow/constraint.sdc <==
current_design ALU_TOP

set clk_period 1.0
set clk_io_pct 0.2

create_clock -name clk0 -period $clk_period [get_ports {clk}]

set non_clock_inputs [all_inputs -no_clocks]
set_input_delay [expr $clk_period * $clk_io_pct] -clock clk0 $non_clock_inputs
set_output_delay [expr $clk_period * $clk_io_pct] -clock clk0 [all_outputs]
==> flow_metrics.tcl <==
# collected from the flow reports
set metrics [dict create \
    outcome "finished, violations left" \
    violations "hold timing, setup timing" \
    warnings 65 \
    path_common_cell "buf_4" \
    yosys_warnings 5 \
    yosysUniqueCellTypes 95 \
    cts_tree "done" \
    min_period_ns 23.88 \
    ys_ff 55 \
    setup_viol 68 \
    p_total_mw 39.80 \
    io_pins 107 \
    vias_per_cell 5.473 \
    cp_slowest_cell "o41a_1" \
    drv_slew 0 \
    critPathLaunch "B[0]" \
    yosys_most_used_dff "dfrtp_1" \
    yosys-stat-area_um2 16460 \
    worstPathArrival_ns 24.06 \
    grt.total_usage_pct 35.38 \
    synth.top_cells.by_area "ha_1 (19%), fa_1 (12%), dfrtp_1 (8.4%), xnor2_1 (5.2%), nor2_1 (4.9%)" \
    min_path_type "in2async" \
    dp_hpwl_mm 56.09 \
    cts_sinks 55 \
    max_slew.worst_pin.slew_ns 0.9372 \
    syn_area_per_cell_um2 7.785 \
    edf_count 0 \
    top_cell "ha_1" \
    rsz0062_at_grt "yes" \
    end_kind "flop" \
    comb_area_um2 16560 \
    ys_cells 2115 \
    timing.slew.headroom_pct 36.73 \
    yosysTopAreaCell "ha_1" \
    drv_cap 0 \
    first_pass_iters 5 \
    fmax_mhz 41.88 \
    floorplan.core_util_pct 40.97 \
    vdd_drop_max_mv 4.363 \
    gr-total-overflow 0 \
    cpPeakStageDelay_ns 0.41 \
    ys_seq_share_pct 8.359 \
    synth_top_area_share_pct 19.07 \
    setup.worst_path.class "in2reg" \
    final_hold_viol_count 55 \
    cp.required_ns 1.18 \
    holdWs_ns -0.1094 \
    grt_pass1_vias 18730 \
    worstPathMaxFanout 7 \
    start_kind "input port" \
    synth-async-reset-ratio_pct 100.0 \
    timing.final.ws_setup_ns -22.88 \
    syn_inst 2115 \
    p_leak_nw 13.08 \
    routedWlPerCell_um 20.82 \
    cts_buffers 5 \
    fin_crit_sh_pct 2388 \
    remaining_drc_errors 0 \
    num_vias 19210 \
    io_buffers 92 \
    fillers 3026 \
    wirelength_mm 73.04 \
    rows 73 \
    design_area_um2 27610 \
    dieWidth_um 204.9 \
    die_h_um 204.9 \
    core_um2 40190 \
    cts_buffer_depth 2 \
    drive_above_1_share_pct 47.20 \
    path_clk_slew_ns 0.08 \
    grt_antenna_before_repair 1 \
    dieArea_um2 41980 \
    top_cells_by_count "ha_1 (251), nor2_1 (217), nand2_1 (209), inv_1 (199), a21oi_1 (138)" \
    syn_area_um2 16460 \
    gp_congestion 1.006 \
    regArea_um2 1376 \
    syn_to_final_growth_pct 67.69 \
    first_iter_violations 1183 \
    clock-root-buffer "clkbuf_16" \
    antenna_left 0 \
    power_density_nw_per_um2 1442 \
    grt_pass1_wl_mm 108.9 \
    placed_cell_area_um2 23920 \
    h-tree-depth 2 \
    grt_start_max_net_pins 56 \
]
cell type report:
class	count	area share, %
antenna	1	0.009064
clock buffer	5	0.4532
clock inverter	3	0.1677
inverter	206	3.181
multi-input combinational	1767	59.99
sequential	55	4.985
tap	525	2.379
timing repair buffer	947	28.83
flip-flops by register name, summed over array words and instances (netlist names):
register       count
d2.Logic_OUT      16
d1.Arith_OUT      16
d4.Shift_OUT      16
d3.CMP_Flag        1
d2.Logic_Flag      1
d1.Arith_Flag      1
d4.Shift_Flag      1
d3.CMP_OUT         2
d1.Carry_OUT       1
worst max-delay path: cells and delay by family:
family	cells	cell delay, ns
AND-OR/OR-AND	59	11.33
adder cells (fa/ha/maj)	16	4.16
buffers and inverters	22	2.71
multiplexers	3	0.97
AND/OR/NAND/NOR	31	4.57
power breakdown:
group	internal, mW	total, mW	leakage [nW]	switching (mW)
Sequential	2.42	2.48	0.740	0.0614
Clock	1.19	2.06	0.0804	0.866
Combinational	17.6	35.3	12.3	17.6
Total	21.2	39.8	13.1	18.6
how the worst max path moves through the flow:
stage                        endpoint  slack (ns)  cells after the start
after CTS             d1.Arith_OUT[0]      -22.71                    128
after global routing  d1.Arith_OUT[0]      -23.97                    134
final                 d1.Arith_OUT[0]      -22.88                    131
logic make-up after synthesis:
| logic type | after synthesis | share of synthesized area [%] |
|---|---|---|
| AND-OR/OR-AND | 489 | 19.81 |
| XOR/XNOR | 155 | 8.245 |
| adder cells (fa/ha/maj) | 347 | 30.75 |
| buffers and inverters | 308 | 7.789 |
| flip-flops | 55 | 8.359 |
| multiplexers | 69 | 5.639 |
| other | 1 | 0.02278 |
| AND/OR/NAND/NOR | 691 | 19.39 |
per-layer routing:
layer,vias up,GRT usage [%],share of wire [%]
met5,-,0,0.016
met4,2,7.619,3.2
met3,140,9.464,8.8
met2,750,54.89,44
met1,9153,49.98,44
li1,9161,-,-
metrics by stage:
step	instances	setup TNS, ns	util (%)	setup slack (ns)
2_1_floorplan	2129	-195.85	-	-22.79
3_3_place_gp	3353	-247.13	59.52	-24.51
3_5_place_dp	3353	-248.13	59.52	-24.67
4_1_cts	3434	-215.74	64.62	-22.71
5_1_grt	3508	-215.20	68.69	-23.97
6_report	3509	-205.00	68.70	-22.88
placed cells by master (no fill, tap or decap), types with 21 or more instances in the layout:
cell type / synthesis / routed
xnor2_1: 97 / 87
a21oi_2: 0 / 42
ha_4: 0 / 57
o21ai_2: 0 / 24
nor3_1: 54 / 36
fa_1: 96 / 90
clkbuf_2: 1 / 47
o211ai_1: 28 / 28
nand2b_1: 23 / 21
o21ai_1: 11 / 22
a21oi_1: 138 / 83
o21a_1: 31 / 28
o21ai_0: 76 / 33
nor2b_1: 29 / 25
ha_1: 251 / 181
xor2_1: 58 / 57
dfrtp_1: 55 / 55
a21o_1: 34 / 34
nor2_1: 217 / 198
buf_12: 0 / 38
nand2_1: 209 / 189
buf_6: 4 / 63
inv_2: 3 / 21
buf_4: 15 / 738
nand3_1: 42 / 33
inv_1: 199 / 168
what timing repair did:
action / in CTS / in global routing
gates resized: 407 / 392
cloned: 1 / 1
setup buffers: 74 / 77
setup endpoints to repair: 107 / 107
pin swaps: 143 / 196
hold endpoints to repair: 55 / 55
No activity file was given, so power comes from the tool's default toggle rates.
